===== design/flow/design.v =====
module ROB(
        input wire clk,
        input wire rst,
        input wire pause,
        input wire has_imm,
        input wire[31:0] imm,
        input wire[31:0] now_pc,
        input wire[4:0] rd,
        input wire[4:0] op,
        input wire [31:0] value1_rf,
        input wire [31:0] value2_rf,
        input wire [2:0] query1_rf,
        input wire [2:0] query2_rf,
        input wire[2:0] alu_num,
        input wire[31:0] alu_value,
        input wire is_branch_input,
        input wire[2:0] mem_num,
        input wire[31:0] mem_value,
        input wire[2:0] ready_load_num,
        output reg rob_full,
        output reg[4:0] op_out,
        output reg[31:0] value1_out,
        output reg[31:0] value2_out,
        output reg[2:0] query1_out,
        output reg[2:0] query2_out,
        output reg is_branch_out,
        output reg commit,
        output reg[4:0] rd_out,
        output reg[2:0] num_out,
        output reg[31:0] value_out,
        output reg[2:0] ls_num_out,
        output reg branch_taken,
        output reg[31:0] branch_pc,
        output reg jalr_ready,
        output reg[31:0] jalr_pc,
        output reg pc_ready,
        output reg[31:0] nxt_pc,
        output reg[2:0] tail,
        output reg[2:0] target,
        output reg[31:0] imm_out,
        output reg branch_not_taken
    );
    reg[2:0] last_ins;
    reg [2:0] head;
    reg to_shoot;
    reg [4:0] rob_op[7:0];
    reg [4:0] rob_rd[7:0];
    reg [4:0] head_op;
    reg [31:0] head_value;
    reg [0:0]rob_busy[7:0];
    reg [1:0]rob_ready[7:0]; 
    reg [31:0]rob_value[7:0];
    reg [2:0] cnt;
    reg add;
    reg minus;
    integer init;
    initial begin
        head_op = 5'b11111;
        rob_full = 0;
        op_out = 5'b11111;
        value1_out = 0;
        value2_out = 0;
        query1_out = 0;
        query2_out = 0;
        is_branch_out = 0;
        commit = 0;
        rd_out = 0;
        num_out = 0;
        value_out = 0;
        ls_num_out = 0;
        branch_taken = 0;
        branch_pc = 0;
        jalr_ready = 0;
        jalr_pc = 0;
        pc_ready = 0;
        nxt_pc = 0;
        target = 0;
        imm_out = 0;
        is_branch_out = 0;
        add = 0;
        minus = 0;
        cnt = 0;
        jalr_ready = 0;
        pc_ready = 0;
        branch_not_taken = 0;
        ls_num_out = 0;
        head = 1;
        tail = 1;
        head_value = 0;
        last_ins = 7;
        i = 0;
        rob_full = 0;
        to_shoot = 0;
        commit = 0;
        op_out = 5'b11111;
        for(init = 0; init < 8; init = init + 1) begin
            rob_busy[init] = 1'b0;
            rob_op[init] = 5'b11111;
            rob_value[init] = 0;
            rob_ready[init] = 2'b00;
        end
    end
    localparam [4:0]
               ADD = 5'b00000,
               AND = 5'b00001,
               OR  = 5'b00010,
               SLL = 5'b00011,
               SRL = 5'b00100,
               SLT  = 5'b00101,
               SLTU = 5'b00110,
               SRA = 5'b00111,
               SUB = 5'b01000,
               XOR = 5'b01001,
               BEQ  = 5'b01010,
               BGE  = 5'b01011,
               BNE = 5'b01100,
               BGEU = 5'b01101,
               LUI = 5'b01110,
               AUIPC = 5'b01111,
               JAL = 5'b10000,
               JALR = 5'b10001,
               LB = 5'b10010,
               LH = 5'b10011,
               LW = 5'b10100,
               LBU = 5'b10101,
               LHU = 5'b10110,
               SB = 5'b10111,
               SH = 5'b11000,
               SW = 5'b11001,
               BLT = 5'b11010,
               BLTU = 5'b11011,
               JAL_C = 5'b11100;
    integer i;
    always@(posedge clk) begin
        if(!pause)begin
        add = 0;
        if(!rst)begin
            rob_value[mem_num] = mem_value;
            rob_ready[mem_num] = 2'b11;
            if((mem_num != ready_load_num) && (rob_ready[ready_load_num] != 2'b11)) begin
                rob_ready[ready_load_num] = 2'b01;
            end
        end else begin
            tail = 1;
            to_shoot = 0;
        end
        if(!rst) begin
                if(is_branch_input) begin
                    if(alu_value == 0) begin
                        rob_ready[alu_num] = 2'b10;
                    end
                    else begin
                        rob_ready[alu_num] = 2'b11;
                    end
                end
                else begin
                    rob_value[alu_num] = alu_value;
                    rob_ready[alu_num] = 2'b11;
                end
        end
        if(!rst) begin
            if(op != 5'b11111) begin
                rob_op[tail] = op;
                 if(op == LUI || op == AUIPC || op == JAL || op == JAL_C) begin
                    rob_ready[tail] = 2'b11;
                end else begin
                    rob_ready[tail] = 2'b00;
                end
                rob_rd[tail] <= rd;
                rob_value[tail] = imm;
                if(tail != 7) begin
                    tail = tail + 1;
                end
                else begin
                    tail = 1;
                end
                add = 1;
                to_shoot = 1;
            end
            else begin
                to_shoot = 0;
            end
        end else begin
          for(i = 1; i < 8; i = i + 1) begin
            rob_ready[i] = 0;
          end
        end
        if(tail == 0) begin
            tail = 1;
        end
        head_value = rob_value[head];
        head_op = rob_op[head];
        last_ins = (tail == 1) ? 7 : (tail - 1);
    end
    end
    always@(negedge clk) begin
        if(!pause)begin
        if(!rst) begin
            cnt = cnt + add;
            rob_full <= (cnt >= 5);
            if(to_shoot) begin
                rob_busy[last_ins] = 1;
                if(op == LUI || op == AUIPC || op == JAL || op == JAL_C) begin
                    op_out <= 5'b11111;
                end
                else begin
                    op_out <= rob_op[last_ins];
                end
                if(op == BEQ || op == BGE || op == BNE || op == BGEU || op == BLT || op == BLTU) begin
                    is_branch_out <= 1;
                end else begin
                    is_branch_out <= 0;
                end
                if(query1_rf == 0) begin
                    value1_out <= value1_rf;
                    query1_out <= query1_rf;
                end
                else if(rob_ready[query1_rf] == 2'b11 || rob_ready[query1_rf] == 2'b10) begin
                    value1_out <= rob_value[query1_rf];
                    query1_out <= 0;
                end
                else begin
                    value1_out <= 0;
                    query1_out <= query1_rf;
                end
                if(has_imm && (!((rob_op[last_ins] >= SB) && (rob_op[last_ins] <= BLTU))) && (!((rob_op[last_ins] >= BEQ) && (rob_op[last_ins] <= BGEU)))) begin
                    value2_out <= imm;
                    query2_out <= 0;
                end
                else begin
                    if(query2_rf == 0) begin
                        value2_out <= value2_rf;
                        query2_out <= query2_rf;
                    end
                    else if(rob_ready[query2_rf] == 2'b11 || rob_ready[query2_rf] == 2'b10) begin
                        value2_out <= rob_value[query2_rf];
                        query2_out <= 0;
                    end
                    else begin
                        value2_out <= 0;
                        query2_out <= query2_rf;
                    end
                end
                imm_out <= imm;
                target <= last_ins;
            end
            else begin
                op_out <= 5'b11111;
                target <= 0;
            end
            if(rob_busy[head] == 0) begin
                commit <= 0;
                pc_ready <= 0;
                branch_taken <= 0;
                branch_not_taken <= 0;
                jalr_ready <= 0;
            end
            else begin
                if(rob_ready[head] == 2'b01) begin
                    ls_num_out <= head;
                end
                else begin
                    ls_num_out <= 0;
                end
                if(rob_ready[head] == 2'b11) begin
                    branch_not_taken <= 0;
                    rob_busy[head] = 1'b0;
                    if(rob_rd[head] != 0) begin
                        commit <= 1;
                        rd_out <= rob_rd[head];
                        case(head_op)
                        JALR:
                            value_out <= (now_pc + 4);
                        JAL:
                            value_out <= (now_pc + 4);
                        JAL_C:
                            value_out <= (now_pc + 2);
                        AUIPC:
                            value_out <= (now_pc + head_value);
                        default:
                            value_out <= head_value;
                    endcase
                        num_out <= head;
                    end
                    if(head != 7) begin
                        head <= head + 1;
                    end
                    else begin
                        head <= 1;
                    end
                    cnt = cnt - 1;
                    if(rob_op[head] == JALR) begin
                        branch_not_taken <= 0;
                        branch_taken <= 0;
                        pc_ready <= 0;
                        jalr_ready <= 1;
                        jalr_pc <= rob_value[head];
                    end
                    else begin
                        jalr_ready <= 0;
                        if(rob_op[head] == BNE || rob_op[head] == BEQ || rob_op[head] == BLT || rob_op[head] == BLTU || rob_op[head] == BGE || rob_op[head] == BGEU) begin
                            pc_ready <= 0;
                            branch_not_taken <= 0;
                            branch_taken <= 1;
                            branch_pc <= rob_value[head] + now_pc;
                        end
                        else begin
                            branch_taken <= 0;
                            branch_not_taken <= 0;
                            pc_ready <= 1;
                            if(rob_op[head] == JAL || rob_op[head] == JAL_C) begin
                                nxt_pc = (rob_value[head] + now_pc);
                            end
                            else begin
                                    nxt_pc = 32'hffffffff;
                            end
                        end
                    end
                end
                else begin
                    if(rob_ready[head] == 2'b10) begin
                        commit <= 1;
                        rob_busy[head] = 1'b0;
                        rd_out <= 0;
                        value_out <= 0;
                        num_out <= head;
                        if(head != 7) begin
                            head <= head + 1;
                        end
                        else begin
                            head <= 1;
                        end
                        cnt = cnt - 1;
                        pc_ready <= 0;
                        branch_taken <= 0;
                        jalr_ready <= 0;
                        branch_not_taken <= 1;
                        nxt_pc = 32'hffffffff;
                    end
                    else begin
                        branch_not_taken <= 0;
                        commit <= 0;
                        pc_ready <= 0;
                        branch_taken <= 0;
                        jalr_ready <= 0;
                    end
                end
            end
        end
        else begin
            cnt = 0;
            ls_num_out <= 0;
            branch_taken <= 0;
            jalr_ready <= 0;
            pc_ready <= 0;
            head <= 1;
            rob_full <= 0;
            commit <= 0;
            op_out <= 5'b11111;
            for(i = 1; i < 8; i = i + 1) begin
                rob_busy[i] = 1'b0;
            end
        end
    end
    end
endmodule

===== design/flow/run.sh =====
#!/bin/bash
# OpenROAD 26Q1-2900-gdf79404cd8, Yosys 0.63+post, stock flow scripts
make -C /OpenROAD-flow-scripts/flow DESIGN_CONFIG=/design/flow/config.mk WORK_HOME=/design/flow/orfs finish

===== design/flow/config.mk =====
export PLATFORM = sky130hd
export DESIGN_NAME = ROB
export DESIGN_NICKNAME = ROB
export VERILOG_FILES = /design/flow/design.v
export SDC_FILE = /design/flow/constraint.sdc
export NUM_CORES = 4
export LEC_CHECK = 1
export CORE_UTILIZATION = 50

===== design/flow/constraint.sdc =====
current_design ROB

set clk_period 13.6
set clk_io_pct 0.2

create_clock -name clk0 -period $clk_period [get_ports {clk}]

set non_clock_inputs [all_inputs -no_clocks]
set_input_delay [expr $clk_period * $clk_io_pct] -clock clk0 $non_clock_inputs
set_output_delay [expr $clk_period * $clk_io_pct] -clock clk0 [all_outputs]

==> impl_metrics.toml <==
# generated from flow reports
[route]
drt-total-wl_um = 211000
postRouteAntennaNets = 0
dr.first_iter.drc_count = 4795
drc_viols = 0
routedWlPerCell_um = 31.7
detail_route.vias_per_cell = 6.72
route.vias.total = 44700
drt_pass1_iterations = 10

[clock_network]
clockBufferDepth = 3
postCtsSetupRepairBufs = 0
cts_buffers = 81
insertion_delay_ns = 0.70
htree_levels = 3
worst_setup_hold_path_clk_slew_ns = 0.04
clock_tree.root_cell = "sky130_fd_sc_hd__clkbuf_16"
post_cts_resized = 0
cts.hold.buffers_added = 0
cts_sinks = 666
tritoncts = "yes"

[synth]
yosys.stat.seqShare_pct = 43.6
post_synth_inst_count = 4825
post-synth-top-area-fraction_pct = 43.6
enable_flop_cells = 666
yosysChipArea_um2 = 45800
ys_async_sr_fraction_pct = 0
synth.top_cells.by_area = "sky130_fd_sc_hd__edfxtp_1 (44%), sky130_fd_sc_hd__mux2i_1 (6.4%), sky130_fd_sc_hd__nand2_1 (6.1%), sky130_fd_sc_hd__mux2_2 (3.8%), sky130_fd_sc_hd__a21oi_1 (3.7%)"
synth_area_leader_cell = "sky130_fd_sc_hd__edfxtp_1"
synth.cell_area_um2 = 45800
synth_top_flop_cell = "sky130_fd_sc_hd__edfxtp_1"
yosys_warnings = 5
postSynthRegisterBits = 666
synth.avg_cell_area_um2 = 9.50
synthDistinctLibCells = 97
post_synthesis_cell_count_from_yosys = 4825

[job]
openroad.warnings = 313
max_cap_viol_count = 0

[power]
p_leak_nw = 21.2
max-vdd-ir-drop_v = 0.000102
power.density_cell_area_nw_per_um2 = 132
fin_total_pwr_mw = 7.37

[global_route]
maximum_number_of_pins_on_one_net_before_global_route_repair = 115
global_route.usage.total_pct = 47.8
antenna_violations_before_repair = 31
grt_pass1_wl_um = 300000
first_global_vias = 43300
grt_overflow_total = 0

[setup_path]
critical_path.startpoint_type = "input port"
r2r_setup_slack_ns = 2.32
critPathBufInv = 1
critical-path-top-delay-family = "AND-OR/OR-AND gates"
timing.critical_path.slowest_cell_delay_ns = 0.61
timing_worst_setup_path_type = "input port to register"
worst_r2r_endpoint = "head_value[16]"
timing.critical_path.mode_cell = "sky130_fd_sc_hd__a21oi_1"
crit_arrival_ns = 6.25
max_stage_delay_cell_worst_path = "sky130_fd_sc_hd__a21oi_1"
reg2reg_from = "head[1]"
timing.critical_path.fanout_max = 6
critical_path.cell_chain = "clkdlybuf4s50_1 -> ha_1 -> fa_1 -> a21oi_1 -> o21ai_0 -> o2111ai_1 -> a21oi_1 -> a21oi_1 -> nand2b_1 -> or4_1 -> a31oi_1"
worstRegToRegCells = 7
timing.critical_path.required_ns = 7.32
endpoint_kind = "register"

[floorplanning]
floorplan.core_util_pct = 50.7
ios = 481
dieHeight_um = 305
placement_rows = 110
die_x_um = 305
chip_area_um2 = 92900
fp.coreArea_um2 = 90400

[status]
outcome = "completed"

[final_timing]
setup_viol = 0
skew_ns = 0.0368
hold-worst-slack_ns = 0.505
finalSetupTns_ns = 0
tightestPinTransition_ns = 1.23
worst_slack_ns = 1.08
hold_viol = 0
timing.slew.headroom_pct = 17.2
final-max-slew-violation-count = 0
setup_repair_after_global_routing_missed_its_margin = "no"

[final_layout]
final_core_util_pct = 61.9
area_growth_syn_to_layout_pct = 22.1
stdcell_area_um2 = 56000
drive_gt1_share_pct = 11.5
fillers = 7487
final_cells = 6657

[placed_design]
port-buffer-count = 480
pre_cts_ws_ns = 0.523
dpl.cell_count = 6226
placedInstanceArea_um2 = 52000
gpl.final_weighted_congestion = 1.07
final_hpwl_from_detailed_placement_um = 143000

[worst_hold_path]
worstHoldPathCells = 0
min-delay-start = "head[0]"
hold_path.class = "register to register"
holdPathEnd = "num_out[0]"
kinds of logic after synthesis:
family / count (synthesis) / share of synthesized area, %
adders and majority gates: 84 / 2.33
xor gates and xnor gates: 65 / 1.24
DFF: 666 / 43.6
muxes: 496 / 12.2
buffers and inverters: 540 / 4.91
and+or+nand+nor: 1516 / 14.7
AOI/OAI and AO/OA: 1458 / 21.0
flip-flops by register name (all words and copies together), names as in the netlist, 5 cells and up:
| signal | flops |
|---|---|
| rob_op | 40 |
| value2_out | 32 |
| rob_busy | 8 |
| rob_ready | 16 |
| head_op | 5 |
| branch_pc | 32 |
| imm_out | 32 |
| value1_out | 32 |
| head_value | 32 |
| rd_out | 5 |
| rob_value | 256 |
| rob_rd | 40 |
| jalr_pc | 32 |
| op_out | 5 |
| value_out | 32 |
| nxt_pc | 32 |
cells in the mapped netlist (13+ instances only):
master / number
sky130_fd_sc_hd__mux2_4: 25
sky130_fd_sc_hd__a22o_1: 38
sky130_fd_sc_hd__o21ai_0: 338
sky130_fd_sc_hd__and2_1: 25
sky130_fd_sc_hd__o21ai_1: 13
sky130_fd_sc_hd__nor3_1: 51
sky130_fd_sc_hd__and4_1: 13
sky130_fd_sc_hd__a31oi_1: 68
sky130_fd_sc_hd__a21oi_1: 339
sky130_fd_sc_hd__inv_1: 84
sky130_fd_sc_hd__clkbuf_1: 331
sky130_fd_sc_hd__mux4_2: 26
sky130_fd_sc_hd__edfxtp_1: 666
sky130_fd_sc_hd__mux2_2: 153
sky130_fd_sc_hd__buf_1: 22
sky130_fd_sc_hd__xor2_1: 26
sky130_fd_sc_hd__or3_1: 18
sky130_fd_sc_hd__buf_4: 15
sky130_fd_sc_hd__a211oi_1: 44
sky130_fd_sc_hd__or2_2: 14
sky130_fd_sc_hd__nor4_1: 13
sky130_fd_sc_hd__nand2_1: 744
sky130_fd_sc_hd__nand2b_1: 76
sky130_fd_sc_hd__nor2_1: 368
sky130_fd_sc_hd__nand3_1: 64
sky130_fd_sc_hd__a222oi_1: 69
sky130_fd_sc_hd__o22ai_1: 58
sky130_fd_sc_hd__nand4_1: 20
sky130_fd_sc_hd__buf_2: 71
sky130_fd_sc_hd__a41oi_1: 48
sky130_fd_sc_hd__o31ai_1: 43
sky130_fd_sc_hd__xnor2_1: 39
sky130_fd_sc_hd__nor2b_1: 32
sky130_fd_sc_hd__a21o_1: 54
sky130_fd_sc_hd__a22oi_1: 60
sky130_fd_sc_hd__o211ai_1: 103
sky130_fd_sc_hd__mux2i_1: 292
sky130_fd_sc_hd__a221oi_1: 43
sky130_fd_sc_hd__and3_1: 26
sky130_fd_sc_hd__o21a_1: 20
sky130_fd_sc_hd__o41ai_1: 15
sky130_fd_sc_hd__ha_1: 82
cell type report:
type / instances / area (um^2) / share of cell area, %
timing repair buffer: 677 / 6360 / 11.4
clock buffer: 95 / 2170 / 3.88
clock inverter: 327 / 1740 / 3.12
sequential: 666 / 20000 / 35.7
inverter: 87 / 330 / 0.590
antenna: 10 / 25.0 / 0.0447
multi-input combinational: 3619 / 23900 / 42.7
tap: 1176 / 1470 / 2.63
routing by layer:
layer	part of all wire [%]	GRT usage (%)
met1	35	62.3
met2	41	62.8
met3	16	28.3
met4	7.5	28.7
met5	0.20	0.620
report_power, final:
group / internal (mW) / total, mW / switching (mW)
registers: 2.51 / 2.64 / 0.138
clock network: 1.54 / 2.71 / 1.18
logic: 0.755 / 2.01 / 1.26
total: 4.80 / 7.37 / 2.57
worst max path at each step:
stage,startpoint,end,slack [ns],cells after the start
CTS,now_pc[14],nxt_pc[31],1.22,10
finish,now_pc[0],value_out[30],1.08,11
global route,now_pc[0],value_out[30],1.00,11
placed cells by master, fill, tap and decap left out, drive strengths merged, types with 69 or more instances in the layout:
master / count
o21ai: 351
edfxtp: 666
nor2: 369
clkdlybuf4s50: 473
inv: 369
mux2i: 292
mux2: 178
o211ai: 105
ha: 82
clkbuf: 95
buf: 204
nand2b: 77
a222oi: 69
nand2: 745
a21oi: 339
