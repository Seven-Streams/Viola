==> ./design.v <==
module RF(
        input wire clk,
        input wire rst,
        input wire pause,
        input wire commit,
        input wire [4:0] reg_num,
        input wire [31:0] data_in,
        input wire [2:0] num_in,
        input wire instruction,
        input wire [4:0] rs1,
        input wire [4:0] rs2,
        input wire [4:0] rd,
        input wire [2:0] dependency_num,
        output reg [31:0] value1,
        output reg [31:0] value2,
        output reg [2:0] query1,
        output reg [2:0] query2,
        output reg [31:0] sp,
        output reg [31:0] a2,
        output reg [31:0] a5
    );
    reg [2:0]dependency[31:0];
    reg [31:0]regs[31:0];
    reg [4:0] rs1_tmp;
    reg [4:0] rs2_tmp;
    reg [4:0] rd_tmp;
    reg [4:0] rd_tmp2;
    reg [2:0] num_tmp;
    reg instruction_tmp;
    reg [31:0] value1_tmp;
    reg [31:0] value2_tmp;
    reg [2:0] query1_tmp;
    reg [2:0] query2_tmp;
    integer i;
    integer cnt;
    initial begin
        rd_tmp = 0;
        instruction_tmp = 0;
        query1 = 0;
        query2 = 0;
        for(cnt = 0; cnt < 32; cnt = cnt + 1) begin
            dependency[cnt] = 0;
            regs[cnt] = 0;
        end
        value1 = 0;
        value2 = 0;
        query1 = 0;
        query2 = 0;
        i = 0;
        query1_tmp = 0;
        query2_tmp = 0;
        value1_tmp = 0;
        value2_tmp = 0;
        rs1_tmp = 0;
        rs2_tmp = 0;
    end
    always@(posedge clk) begin
        sp = regs[2];
        a2 = regs[12];
        a5 = regs[15];
        if(num_tmp != 0) begin
            dependency[rd_tmp2] = num_tmp;
        end
        if(!pause) begin
        instruction_tmp = instruction;
        rs1_tmp = rs1;
        rs2_tmp = rs2;
        rd_tmp = rd;
        if(!rst) begin
            if(commit) begin
                if(dependency[reg_num] == num_in) begin
                    dependency[reg_num] = 0;
                end
                regs[reg_num] = data_in;
            end
        end
        if(!rst) begin
            if(instruction) begin
                if(dependency[rs1_tmp] == 0) begin
                    value1_tmp = regs[rs1_tmp];
                    query1_tmp = 0;
                end
                else begin
                    query1_tmp = dependency[rs1_tmp];
                end
                if(dependency[rs2_tmp] == 0) begin
                    value2_tmp = regs[rs2_tmp];
                    query2_tmp = 0;
                end
                else begin
                    query2_tmp = dependency[rs2_tmp];
                end
            end
        end
        else begin
            for(i = 0; i < 32; i = i + 1) begin
                dependency[i] = 0;
            end
        end
    end
    end
    always@(negedge clk) begin
        num_tmp = 0;
        if(!pause)begin
        if(!rst) begin
            if(instruction_tmp && (rd != 0)) begin
                rd_tmp2 = rd_tmp;
                num_tmp = dependency_num;
            end
        end
        value1 <= value1_tmp;
        value2 <= value2_tmp;
        query1 <= query1_tmp;
        query2 <= query2_tmp;
    end
    end
endmodule
==> ./run.sh <==
#!/bin/bash
# OpenROAD 26Q1-2900-gdf79404cd8, Yosys 0.63+post, stock flow scripts
make -C /OpenROAD-flow-scripts/flow DESIGN_CONFIG=/design/flow/config.mk WORK_HOME=/design/flow/orfs finish
==> ./config.mk <==
export PLATFORM = sky130hd
export DESIGN_NAME = RF
export DESIGN_NICKNAME = RF
export VERILOG_FILES = /design/flow/design.v
export SDC_FILE = /design/flow/constraint.sdc
export NUM_CORES = 4
export LEC_CHECK = 1
export CORE_UTILIZATION = 40
==> ./constraint.sdc <==
current_design RF

set clk_period 32.0
set clk_io_pct 0.2

create_clock -name clk0 -period $clk_period [get_ports {clk}]

set non_clock_inputs [all_inputs -no_clocks]
set_input_delay [expr $clk_period * $clk_io_pct] -clock clk0 $non_clock_inputs
set_output_delay [expr $clk_period * $clk_io_pct] -clock clk0 [all_outputs]
==> flow_summary.toml <==
# implementation run metrics
[synth]
ys_chip_area_mm2 = 0.07121
ff_type = "edfxtp_1"
seq_area_frac_synth = 0.5503
avgSynthCellArea_um2 = 11.05
ys_sh_mux = 0.1456
synthTopLogicFamily = "multiplexers"
ys_warn_count = 3
synthXorXnorAreaFrac = 0.0001230
common_cells = "edfxtp_1, inv_1, mux2i_1, o22ai_1, clkbuf_1"
ys_sh_aoi = 0.1415
top_area_frac = 0.4955
synthArstFlopShare = 0
synth-seq-cells = 1370
synthAdderAreaFrac = 0
simple_gate_share = 0.08352
syn_inst = 6443
synth_cell_types = 88
ys_top_cells_by_area = "edfxtp_1, mux2i_1, o22ai_1"
yosysTopAreaCell = "edfxtp_1"
syn-cell-area_mm2 = 0.07121
ys_cells = 6443
synth.most_common_cell = "edfxtp_1"
edf_count = 1175

[timing]
worstMarginPinSlew_ns = 1.276
final.setup.tns_ns = 0
setup_violations = 0
rsz0062_at_grt = "false"
clock-skew-final_ns = 0.07368
holdWs_ns = 0.3595
hold_violations = 0
relSlewSlack = 0.1247
slew_violations = 0

[clocking]
cts_resized = 0
cts-root-buf = "clkbuf_16"
clock_sinks = 1370
holdBufCountCts = 0
cts_buffers = 155
post-cts-setup-buffers = 0
h-tree-depth = 4
cts_buffer_depth = 3
cts_tree = "yes"
clock_latency_ns = 0.86
cts.reportedPaths.clkPinSlew_ns = 0.06

[critical_path]
worstReg2RegStart = "rd_tmp2[2]"
crit_buf_inv = 1
crit_path_max_fanout = 1
critPathTopFamily = "buffers and inverters"
cp_slowest_stage_delay_ns = 0.45
crit_required_ns = 25.60
startpoint = "value2[13]"
crit_type = "flip-flop to primary output"
slowest_stage = "clkdlybuf4s50_1"
startpoint_type = "flip-flop"
cp-end-kind = "primary output"
path_cells = "clkdlybuf4s50_1"
crit_arrival_ns = 17.59

[floorplan]
io_pins = 229
die_h_um = 423.9
rows = 154
die_w_um = 423.9
core_area_mm2 = 0.1765
fp_util = 0.4034
die-area_mm2 = 0.1797

[layout]
num-fill-cells = 15880
logic_area_mm2 = 0.02675
drive_above_1_share = 0.1222
largest_reg_flops = 1024
syn2layout_area_growth_pct = 16.45
seq_area_mm2 = 0.03919

[place]
place.gp.congestion = 1.070
hpwlAfterDp_um = 232500
io_buffer_count = 228

[pwr]
p_per_area_mw_per_mm2 = 53.36
leakage_nw = 35.06
ir_worst_vdd_mv = 0.05305

[global_routing]
antenna_found_initial = 25
globalRouteOverflowTotal = 0
grt_pass1_wl_um = 488100
grt_max_degree = 125
grt_usage = 0.4222
grt_pass1_vias = 59370

[drt]
wire_per_inst_um = 39.08
vias = 61210
drt_iter0_markers = 7514
drc_errors = 0
wl_um = 360500
postRouteAntennaNets = 0
routed_via_density = 6.636
drtPass1Iterations = 27

[job]
warnings = 120
timing.max_cap.violations = 0

[hold_path]
holdCritPathClass = "flip-flop to flip-flop"
hp-start = "regs[12][22]"

[run_status]
status = "finished, final reports clean"
## report_power, final
part / switching, mW / internal, mW
clock network: 0.808 / 1.08
logic: 0.330 / 0.127
registers: 0.0280 / 2.05
total: 1.17 / 3.26
## cell families (layout without fill, tap and decap cells)
kind of cell              Yosys count  count (layout)
buffers and inverters            1467            1889
AOI/OAI and AO/OA                1442            1442
DFF                              1370            1370
and+or+nand+nor                  1139            1139
muxes                            1024            1024
xor gates and xnor gates            1               1
other                               0              20
## routing by layer
metal / wire (um) / share of wire / global-route usage
met5: 731 / 0.0020 / 0.02957
met1: 120500 / 0.33 / 0.5184
met3: 57980 / 0.16 / 0.2568
met4: 34550 / 0.096 / 0.2881
met2: 146700 / 0.41 / 0.5572
## cell type report
| type | count | area share |
|---|---|---|
| sequential | 1370 | 0.4726 |
| multi-input combinational | 3606 | 0.3226 |
| timing repair buffer | 562 | 0.05830 |
| clock buffer | 224 | 0.05477 |
| inverter | 959 | 0.04373 |
| tap | 2340 | 0.03531 |
| clock inverter | 144 | 0.01213 |
| antenna | 20 | 0.0006036 |
## final timing paths
check                                 endpoint  slack [ns]  cells after the start
worst max-delay path                value2[13]        8.01                      1
worst min-delay path                    a2[22]        0.36                      0
worst max register to register  value2_tmp[23]        8.75                     14
worst min register to register          a2[22]        0.36                      0
## layout by cell type (no fill, tap or decap), drive strengths merged, types with 11 or more instances in the layout
cell              n
and3             17
o21ai            27
clkdlybuf4s50   227
nor4            164
or3              11
o22a             21
buf             335
o221ai          123
clkinv           41
o31a             12
edfxtp         1175
a21oi           141
and2             49
a211oi           69
inv            1047
nor2b            11
nand2           201
or2              11
mux2             93
and3b            14
nand3            47
o22ai           714
mux2i           931
clkbuf          224
nor3b            19
diode            20
o2111ai          65
nand4            45
dfxtp           195
nor3            235
a22oi            21
nand2b           11
nor2            283
a21boi           24
a221o            14
o31ai            70
a211o            64
## stage by stage
step                area (um2)  power, mW  worst slack (ns)  cells  utilization
finish                   82920      4.425             8.012   9225       0.4698
global route             82870      4.533             7.943   9206       0.4695
CTS                      82870      4.424             7.972   9205       0.4695
detailed placement       77330      2.562             7.482   8838       0.4381
global placement         77330      2.558             7.542   8838       0.4381
floorplan                71210      2.359             2.108   6443            -
Power and IR drop assume default switching activity.
