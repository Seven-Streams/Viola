==> config.mk <==
export PLATFORM = sky130hd
export DESIGN_NAME = IC
export DESIGN_NICKNAME = IC
export VERILOG_FILES = /design/flow/design.v
export SDC_FILE = /design/flow/constraint.sdc
export NUM_CORES = 4
export LEC_CHECK = 1
export CORE_UTILIZATION = 50
==> constraint.sdc <==
current_design IC

set clk_period 31.7
set clk_io_pct 0.2

create_clock -name clk0 -period $clk_period [get_ports {clk}]

set non_clock_inputs [all_inputs -no_clocks]
set_input_delay [expr $clk_period * $clk_io_pct] -clock clk0 $non_clock_inputs
set_output_delay [expr $clk_period * $clk_io_pct] -clock clk0 [all_outputs]
==> design.v <==
module IC(
  input wire clk,
  input wire pause,
  input rst,
  input wire clear,
  input wire[31:0] addr_in,
  input wire asking_in,
  input wire[31:0] instruction_in,
  input wire ins_ready_in,
  output reg[31:0] addr_out,
  output reg[31:0] instruction_out,
  output reg asking_out,
  output reg ready_out
);
 reg[31:0] addr_tmp;
 reg[31:0] cache[31:0][1:0];
 reg[31:0] in_cache_addr;
 reg shoot;
 reg[4:0] rem;
 integer i;
 initial begin
  instruction_out = 0;
  shoot = 0;
  ready_out = 0;
  addr_tmp = 1;
  asking_out = 0;
  addr_out = 0;
    for(i = 0; i < 32; i = i + 1) begin
      cache[i][1] = 32'h0;
      cache[i][0] = 32'h1;
    end
  in_cache_addr = 32'h1;
  rem = 0;
 end
always@(posedge clk) begin
  if(!clear) begin
  if(!pause) begin
  if(rst == 1 || ready_out == 1) begin
    addr_tmp = 1;
  end else begin
    if(asking_in == 1) begin
      addr_tmp = addr_in;
      rem = addr_tmp[5:1];
      in_cache_addr = cache[rem][0];
    end
    if(ins_ready_in == 1) begin
      cache[rem][1] = instruction_in;
      cache[rem][0] = addr_tmp;
      in_cache_addr = addr_tmp;
    end
  end
  end
  end else begin
    for(i = 0; i < 32; i = i + 1) begin
      cache[i][0] = 32'h1;
    end
  end
end
always@(negedge clk) begin
  if(!pause)begin
  ready_out = 0;
  asking_out = 0;
  addr_out = 0;
  if(!rst) begin
    if(addr_tmp[0] == 0) begin
        if(addr_tmp == in_cache_addr) begin
          instruction_out = cache[rem][1];
          shoot = 0;
          ready_out = 1;
        end else begin
          if(!shoot) begin
            shoot = 1;
            asking_out = 1;
            addr_out = addr_tmp;
      end
      end
    end
  end else begin
    shoot = 0;
  end
end
end
endmodule
==> run.sh <==
#!/bin/bash
# OpenROAD 26Q1-2900-gdf79404cd8, Yosys 0.63+post, stock flow scripts
make -C /OpenROAD-flow-scripts/flow DESIGN_CONFIG=/design/flow/config.mk WORK_HOME=/design/flow/orfs finish
==> out/results.tsv <==
stage	metric	value	unit
clocking	cts-root-buf	clkbuf_16	
sta	maxSlewHeadroom	0.356	
setup_path	path_class	register to primary output	
setup_path	path_max_fanout	1	
clocking	insertion_delay	0.89	ns
clocking	cts_buffer_depth	3	
yosys	synthArstFlopShare	0	
sta	worst_slew_pin_slew	0.965	ns
grt	grt_antenna_before_repair	3	
floorplan	die-height	426	um
clocking	postCtsSetupRepairBufs	0	
yosys	ys_cells	6578	
layout	drive_gt1_frac	0.174	
flow_run	tool_warnings	101	
power	switchingPower	1.35	mW
floorplan	die_w	426	um
layout	design_area	101000	um2
clocking	cts_hold_buf	0	
power	internal-power	4.56	mW
sta	setup_viol	0	
floorplan	core-area	179000	um2
floorplan	fp.dieArea	182000	um2
setup_path	max_stage_delay	0.53	ns
yosys	postSynthSeqShare	0.622	
yosys	synth-edff-count	1223	
setup_path	cp_data_required_time	25.36	ns
setup_path	crit_arrival	17.51	ns
grt	grt_pass1_wl	378000	um
clocking	ctsResizeCount	0	
run_status	status	finished, final reports clean	
layout	final_cell_mix	1223 x edfxtp_1, 999 x nor2_1, 960 x dfxtp_1	
sta	slew_violations	0	
clocking	htree_levels	4	
yosys	yosysWarnings	1	
sta	finalClockSkew	0.0788	ns
yosys	ff_type	edfxtp_1	
power	p_clk_frac	0.440	
sta	tns	0	ns
layout	layout_top_cell	edfxtp_1	
setup_path	crit_start	instruction_out[3]	
grt	grt_max_degree	149	
setup_path	worst_setup_path_start_kind	register	
drt	wl_per_cell	28.3	um
setup_path	critPathTopFamily	buffers and inverters	
setup_path	cp_cell_sequence	clkdlybuf4s50_1	
layout	fill_cells	13900	
floorplan	ios	136	
clocking	cts_tree	yes	
yosys	synth-seq-cells	2183	
placed_design	io_buffers	134	
grt	grt_pass1_vias	56100	
placed_design	dp_hpwl	145000	um
grt	grt_util_all_layers	0.310	
grt	overflow	0	
yosys	avgSynthCellArea	13.7	um2
drt	finalWirelength	257000	um
drt	drt_first_pass_iters	6	
power	ir_drop	0.0512	mV
setup_path	crit_buf_inv	1	
power	p_sw_frac	0.228	
setup_path	r2r-start	ready_out	
setup_path	cpMaxStageDelayCell	clkdlybuf4s50_1	
worst_hold_path	hold_path.class	register to register	
layout	area_growth	11.8	%
placed_design	gp_congestion	0.851	
drt	vias	55400	
drt	viasPerCell	6.10	
drt	drt_iter0_markers	3818	
drt	drc	0	
floorplan	fp-utilization	0.504	
flow_run	maxCapViolations	0	
yosys	synth_cell_types	56	
power	seqPwrFrac	0.510	
floorplan	rows	155	
placed_design	placed_cell_area	93100	um2
power	p_leak	32.8	nW
setup_path	end_kind	primary output	
drt	ant_nets	0	
sta	rsz0062_at_grt	false	
sta	timing_hold_violations_final	0	
yosys	ys_area	89900	um2
yosys	syn_area	89900	um2
worst_hold_path	min_from	cache[41][30]	
clocking	numCtsBuffers	220	
power	powerDensity	58.8	nW/um2
yosys	syn_inst	6578	
setup_path	ff2ff_setup_slack	11.68	ns
clocking	clock_sinks	2183	
power	p_comb_frac	0.051	
clocking	cts.clk_slew.worst_paths	0.06	ns
final cells by class:
type,instances,area [um2],share of cell area
antenna,3,7.51,0.0000747
clock buffer,328,6340,0.0630
clock inverter,155,1130,0.0112
inverter,43,181,0.00180
multi-input combinational,3691,31100,0.309
sequential,2183,55900,0.556
tap,2355,2950,0.0293
timing repair buffer,327,2930,0.0291
flip-flops by register name (all words and copies together) (netlist names), 5 cells and up:
name,cells
rem,5
cache,2048
in_cache_addr,32
addr_out,31
instruction_out,32
addr_tmp,32
Yosys cell counts, types with 70 or more instances:
cell,n,share of area
a211oi_1,656,0.055
nand2_1,209,0.0087
a22oi_1,128,0.011
clkbuf_1,320,0.013
mux4_2,320,0.080
edfxtp_1,1223,0.41
buf_2,183,0.010
buf_4,85,0.0071
a211oi_2,235,0.033
a21oi_1,70,0.0039
nor2_1,1002,0.042
dfxtp_1,960,0.21
mux2i_1,585,0.065
per-stage QoR:
stage	util	hold WS (ns)	total power, mW	worst slack (ns)	std cells
floorplan	-	0.435	3.26	5.81	6578
global placement	0.521	0.443	3.38	7.42	8600
detailed placement	0.521	0.450	3.38	7.38	8600
CTS	0.563	0.462	5.95	7.78	9082
global route	0.563	0.479	6.08	7.77	9082
finish	0.563	0.464	5.91	7.85	9085
power by group through the flow:
stage / clock network (mW) / logic, mW / registers (mW)
after CTS: 2.64 / 0.298 / 3.01
final: 2.60 / 0.299 / 3.01
after global routing: 2.76 / 0.315 / 3.01
per-layer routing:
layer / GRT usage / up-vias / share of wire
met1: 0.441 / 27600 / 0.38
li1: - / 25000 / -
met5: 0 / - / 0.000035
met3: 0.134 / 422 / 0.10
met2: 0.466 / 2386 / 0.48
met4: 0.0897 / 2 / 0.037
final timing paths:
check,to,cells after the start
max,instruction_out[3],1
min,cache[41][30],2
max reg2reg,cache[57][22],8
min reg2reg,cache[41][30],2
cells by family after synthesis:
group	synth area share
multiplexers	0.146
buffers and inverters	0.0390
other	0.0000417
AND-OR/OR-AND	0.127
AND/OR/NAND/NOR	0.0629
flip-flops	0.622
XOR/XNOR	0.00312
No activity file was given, so power comes from the tool's default toggle rates.
